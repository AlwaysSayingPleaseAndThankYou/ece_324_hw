==> design/flow/design.v <==
module univ_shift_reg
   #(parameter N=8)
   (
    input  logic clk, reset,
    input  logic [1:0] ctrl,
    input  logic [N-1:0] d,
    output logic [N-1:0] q
   );
   logic [N-1:0] r_reg, r_next;
   always_ff @(posedge clk, posedge reset)
      if (reset)
         r_reg <= 0;
      else
         r_reg <= r_next;
   always_comb
      case(ctrl)
        2'b00: r_next = r_reg;                   
        2'b01: r_next = {r_reg[N-2:0], d[0]};    
        2'b10: r_next = {d[N-1], r_reg[N-1:1]};  
        default: r_next = d;                     
      endcase
   assign q = r_reg;
endmodule
==> design/flow/run.sh <==
#!/bin/bash
# OpenROAD 26Q1-2900-gdf79404cd8, Yosys 0.63+post, stock flow scripts
make -C /OpenROAD-flow-scripts/flow DESIGN_CONFIG=/design/flow/config.mk WORK_HOME=/design/flow/orfs finish
==> design/flow/config.mk <==
export PLATFORM = sky130hd
export DESIGN_NAME = univ_shift_reg
export DESIGN_NICKNAME = univ_shift_reg
export VERILOG_FILES = /design/flow/design.v
export SDC_FILE = /design/flow/constraint.sdc
export NUM_CORES = 4
export LEC_CHECK = 1
export CORE_AREA = 10 10 70 70
export DIE_AREA = 0 0 80 80
==> design/flow/constraint.sdc <==
current_design univ_shift_reg

set clk_period 1.8
set clk_io_pct 0.2

create_clock -name clk0 -period $clk_period [get_ports {clk}]

set non_clock_inputs [all_inputs -no_clocks]
set_input_delay [expr $clk_period * $clk_io_pct] -clock clk0 $non_clock_inputs
set_output_delay [expr $clk_period * $clk_io_pct] -clock clk0 [all_outputs]
==> results.yml <==
# flow metrics
outcome:
  outcome: "complete, no violations"
clock_tree:
  h-tree-depth: 1
  clock-root-buffer: "clkbuf_4"
  clkSlewWorstSetupHoldPaths_ns: 0.05
  postCtsResizedCells: 0
  tritoncts: "built"
  tritoncts_buffer_count: 3
  cts-root-to-sink-buffers: 2
  cts.sink_count: 8
  clk-insertion-delay-late_ns: 0.25
  post_cts.repair.setup_buffers: 0
  cts_hold_buf: 0
timing:
  timing.clock.skew_ns: 0.001412
  fmax_mhz: 599.7
  worst_hold_slack_ns: 0.3698
  finalSetupViolCount: 0
  final_period_minus_worst_setup_slack_ns: 1.668
  final.period_utilization_pct: 92.64
  timing.slew.headroom_pct: 71.62
  timing.final.hold_violations: 0
  timing.final.max_slew_violations: 0
  finalSetupTns_ns: 0
  max_slew.worst_pin.slew_ns: 0.4257
  setup_repair_after_global_routing_missed_its_margin: "false"
drt:
  drt-total-wl_um: 1472
  drc: 0
  drt_first_iter_violations: 9
  routed_wire_length_per_instance_um: 12.17
  antenna-diode-count: 0
  final_antenna_net_count: 0
  via_count: 475
  first_pass_iters: 2
  viasPerCell: 3.926
synth:
  synth.ff_latch_count: 8
  yosys_warnings: 1
  syn_area_per_cell_sq_um: 10.89
  yosysChipArea_sq_um: 555.5
  syn_area_sq_um: 555.5
  yosysUniqueCellTypes: 14
  yosysSeqAreaShare_pct: 36.04
  yosysCellCount: 51
  netlist_instances: 51
power:
  p_leak_nw: 0.3355
  power.ir.vdd_worst_mv: 0.2977
  power.density_mw_per_mm2: 681.8
  power.share.clock_pct: 23.1
  power.sequential.fraction_pct: 43.1
  switching_share_pct: 28.55
  totalPowerFinal_mw: 0.5749
  power.combinational.fraction_pct: 33.8
  p_sw_mw: 0.1641
  internal_power_mw: 0.4108
floorplan:
  design.portCount: 20
  placement_rows: 21
  die_area_sq_mm: 0.006400
  die_height_um: 80
  core_area_sq_mm: 0.003416
  initCoreUtil_pct: 16.26
  die.size.x_um: 80
final_layout:
  post_layout_nonfiller_instances: 121
  final_design_area_no_fill_sq_um: 843.3
  area_growth_syn_to_layout_pct: 51.80
  fill_cells: 376
  largest_reg_flops: 8
  fraction_of_final_layout_cells_with_drive_strength_greater_than_1_pct: 29.33
flow_run:
  log.warning_count: 27
  cap_viol_max_count: 0
setup_path:
  setup.worst_path.end_class: "flop"
  worst-endpoint-arrival_ns: 1.80
  worst-endpoint-required_ns: 1.93
  startpoint_type: "input port"
  critical_path_class: "in2reg"
  timing.critical_path.fanout_max: 8
grt:
  global_route_wire_length_before_repair_um: 2297
  first_global_vias: 481
  grt_max_degree: 12
  grt.overflow.total: 0
  grt_antenna_before_repair: 0
  groute.usage.overall_pct: 4.540
placement:
  port_buffers: 19
  post_place_cells: 118
  place_area_sq_um: 820.8
  globalplace.congestion: 0.7489
  dp_hpwl_um: 1201
min_path:
  min-delay-path-class: "in2async"
## path summary, 6_finish.rpt
check                          from       end  slack (ns)  cells past startpoint
setup / recovery            ctrl[1]  r_reg[2]        0.13                      6
hold / removal                reset  r_reg[6]        0.37                      2
setup reg to reg           r_reg[3]  r_reg[4]        0.88                      2
hold reg to reg            r_reg[0]  r_reg[0]        0.54                      2
max in group asynchronous     reset  r_reg[3]        1.19                      2
min in group clk0          r_reg[0]  r_reg[0]        0.54                      2
## stage by stage
stage | utilization, % | setup slack (ns)
5_1_grt | 24.69 | 0.02340
6_report | 24.69 | 0.1324
3_5_place_dp | 24.03 | -0.1279
3_3_place_gp | 24.03 | -0.09882
4_1_cts | 24.69 | 0.1410
2_1_floorplan | - | 0.5027
## Yosys cell counts
| master | n | share of area, % |
|---|---|---|
| a221oi_2 | 6 | 16 |
| a32oi_1 | 2 | 3.2 |
| buf_2 | 1 | 0.90 |
| buf_4 | 3 | 4.1 |
| dfrtp_1 | 8 | 36 |
| ha_1 | 3 | 6.8 |
| inv_1 | 3 | 2.0 |
| nand2_1 | 2 | 1.4 |
| nand2b_1 | 2 | 2.3 |
| nand2b_4 | 1 | 2.5 |
| nor2b_1 | 6 | 6.8 |
| nor3_1 | 6 | 5.4 |
| nor3_2 | 6 | 11 |
| o21ai_1 | 2 | 1.8 |
## kinds of logic after synthesis
logic type | Yosys count | synth area share, %
fa+ha+maj | 3 | 6.757
compound gates | 10 | 21.17
simple gates | 23 | 29.05
flops | 8 | 36.04
buf+inv | 7 | 6.981
## power groups by stage
stage | registers [mW] | logic, mW | clock network [mW]
6_report | 0.248 | 0.194 | 0.133
5_1_grt | 0.254 | 0.213 | 0.148
4_1_cts | 0.249 | 0.198 | 0.139
## routing by layer
metal  track usage [%]  part of all wire, %  routed length, um
met4            0.1761                 0.54                  8
met5                 0                    0                  0
met1             6.144                   46                682
met3             3.636                   13                196
met2             5.698                   40                583
## cell usage in the layout (no fill, tap or decap)
| cell | instances |
|---|---|
| a221oi_2 | 6 |
| a32oi_1 | 2 |
| buf_4 | 6 |
| clkbuf_4 | 3 |
| clkdlybuf4s50_1 | 19 |
| dfrtp_1 | 8 |
| ha_1 | 3 |
| inv_1 | 3 |
| nand2_1 | 2 |
| nand2b_1 | 2 |
| nand2b_4 | 1 |
| nor2b_1 | 6 |
| nor3_1 | 6 |
| nor3_2 | 6 |
| o21ai_1 | 2 |
## area by class of cell
cell class | instances | area [sq um] | share of cell area (%)
Multi-Input combinational cell | 36 | 316.6 | 37.54
Timing Repair Buffer | 25 | 235.2 | 27.89
Sequential cell | 8 | 200.2 | 23.74
Tap cell | 46 | 57.56 | 6.825
Clock buffer | 3 | 22.52 | 2.671
Inverter | 3 | 11.26 | 1.335
## critical path, cell delays in order
cell,delay (ns)
clkdlybuf4s50_1,0.48
inv_1,0.06
ha_1,0.46
nand2b_4,0.14
a221oi_2,0.22
nor3_2,0.07
Power and IR drop assume default switching activity.
