==> flow/design.v <==
module reg_file
   #(
    parameter DATA_WIDTH = 8,  
              ADDR_WIDTH = 2   
   )
   (
    input  logic clk,
    input  logic wr_en,
    input  logic [ADDR_WIDTH-1:0] w_addr, r_addr,
    input  logic [DATA_WIDTH-1:0] w_data,
    output logic [DATA_WIDTH-1:0] r_data
   );
   logic [DATA_WIDTH-1:0] array_reg [0:2**ADDR_WIDTH-1];
   always_ff @(posedge clk)
      if (wr_en)
         array_reg[w_addr] <= w_data;
   assign r_data = array_reg[r_addr];
endmodule
==> flow/run.sh <==
#!/bin/bash
# OpenROAD 26Q1-2900-gdf79404cd8, Yosys 0.63+post, stock flow scripts
make -C /OpenROAD-flow-scripts/flow DESIGN_CONFIG=/design/flow/config.mk WORK_HOME=/design/flow/orfs finish
==> flow/config.mk <==
export PLATFORM = sky130hd
export DESIGN_NAME = reg_file
export DESIGN_NICKNAME = reg_file
export VERILOG_FILES = /design/flow/design.v
export SDC_FILE = /design/flow/constraint.sdc
export NUM_CORES = 4
export LEC_CHECK = 1
export CORE_AREA = 10 10 104 104
export DIE_AREA = 0 0 114 114
==> flow/constraint.sdc <==
current_design reg_file

set clk_period 1.6
set clk_io_pct 0.2

create_clock -name clk0 -period $clk_period [get_ports {clk}]

set non_clock_inputs [all_inputs -no_clocks]
set_input_delay [expr $clk_period * $clk_io_pct] -clock clk0 $non_clock_inputs
set_output_delay [expr $clk_period * $clk_io_pct] -clock clk0 [all_outputs]
==> ci_impl_report.md <==
## Synthesis and layout report

| Metric | Value |
|---|---|
| CTS Buf Count | 5 |
| Syn Inst Count | 46 |
| # Cells Yosys | between 40 and 50 |
| Total leakage power | 0.570 nW |
| Met2 Usage GRT | 6.57% |
| Die W | 114 um |
| I/O Pins | 22 |
| Vias after detailed routing | 577 |
| Total grt overflow | 0 |
| Top area contributor share | 80.8% |
| Mean post-synth cell area | between 20 and 30 um^2 |
| Register area share after synthesis | 80.8% |
| Yosys cell types | 7 |
| RSZ-0062 raised after global routing | yes |
| Final period utilization | 98.8% |
| Status | finished clean |
| Cell area leaders | edfxtp_1, mux4_2, and3b_1, buf_6, nor3b_1 |
| Drt via density | approximately 3.0 |
| First-pass GRT wire length | between 3 and 4 mm |
| Final setup viols | 0 |
| Starting DRT DRC Count | 12 |
| GRT Max-Usage Layer | met2 |
| Most frequent cell after synthesis | edfxtp_1 |
| Share of cells above drive strength 1 | 39.3% |
| Drt total wl | 2.30 mm |
| Worst setup path class | reg -> out |
| Clock Sinks | 32 |
| Largest register FFs | 32 |
| DRC | 0 |
| Die Y | around 110 um |
| CP Max Fanout | 1 |
| Crit. End Element | output port |
| Met3 usage in global routing | between 3 and 4% |
| Yosys warning total | 1 |
| DRT Pass-1 Iters | 3 |
| Synth cell count leaders | edfxtp_1, mux4_2, and3b_1 |
| Core area | 8680 um^2 |
| Ys flop type | edfxtp_1 |
| Power, Total | about 1.7 mW |
| Vias in the first global route | 671 |
| Hold WC Path Type | in -> reg |
| FMAX | about 0.63 GHz |
| Setup crit start kind | flip-flop |
| Antenna Violating Nets Remaining | 0 |
| Chip area | 13000 um^2 |
| Clock-pin slew on the worst setup and hold paths | 0.05 ns |
| VDD IR max | 246 uV |
| Yosys stat area | 1190 um^2 |
| Yosys top cell by area | edfxtp_1 |
| Ant diodes | 0 |
| Log Warnings | 27 |
| WP data required | 1.28 ns |
| Row count | 34 |
| Initial antenna violation count | 0 |
| Relative slew slack | 85.2% |
| Final hold slack | 0.688 ns |
| Gpl congestion | 0.648 |
| Count of library flops with an enable pin | 32 |
| Init Core Util | 13.7% |
| Async SR Flop Fraction | 0% |
| Max-slew violations | 0 |
| Crit path time final | 1.58 ns |
| TritonCTS clock tree | built |
| Htree depth | 2 |
| WL/cell | 12.0 um |
| IO buf count | 21 |
| Mapped Area | 1190 um^2 |
| Seq cells post-synth | 32 |
| Power Dens Cells | 970 nW/um^2 |
| MaxCap Viol Count | 0 |
| Post-CTS Hold Buffers | 0 |
| Layout fillers | 925 |
| Pin count of the biggest net entering global routing | 10 |
| Final hold viol count | 0 |
| CTS max path bufs | 2 |
| Slew @ Worst Pin | 0.221 ns |
| Clock root cell | clkbuf_8 |
| Met1 Use GR | 2.96% |
| Area growth syn-to-layout | 44.3% |
| CP Data Arrival Time | ~1.3 ns |
| Gr usage total | approximately 3.6% |
## through the flow
step	setup WS (ns)	setup TNS [ns]	utilization [%]	instance area, um^2	std cells
6_report	0.0185	0	19.8	1720	192
5_1_grt	-0.0279	-0.0845	19.8	1720	192
4_1_cts	-0.0167	-0.0244	19.8	1720	192
3_5_place_dp	-0.687	-5.24	18.7	1630	179
3_3_place_gp	-0.691	-5.33	18.7	1630	179
2_1_floorplan	0.216	0	-	1190	46
## per-layer routing
layer / share of wire (%) / up-vias
li1: - / 272
met1: 34 / 277
met2: 52 / 26
met3: 13 / 2
met4: 0.13 / 0
met5: 0 / -
## critical path, stage by stage, from the launching register on
cell and delay [ns]:
edfxtp_1 0.38, mux4_2 0.49, buf_2 0.13
## layout make-up
class / instances / area, um^2 / area share [%]
clock buffer: 7 / 76.3 / 4.45
clock inverter: 1 / 3.75 / 0.219
multi-input combinational: 12 / 211 / 12.3
sequential: 32 / 961 / 56.0
tap: 108 / 135 / 7.88
timing repair buffer: 32 / 328 / 19.1
## where the power goes
part,total [mW],switching (mW),internal [mW]
registers,0.978,0.00979,0.968
clock network,0.527,0.226,0.301
logic,0.159,0.0548,0.104
## cells by family after synthesis
group                  synth area share, %
buffers and inverters                 1.37
AND/OR/NAND/NOR                       2.63
flip-flops                            80.8
multiplexers                          15.2
## cell usage in the layout, fill, tap and decap left out
master,synthesis,final
buf_2,0,8
buf_12,0,6
mux4_2,8,8
buf_6,1,1
dlygate4sd2_1,0,1
and3_1,1,1
edfxtp_1,32,32
clkinv_1,0,1
and3b_1,2,2
clkdlybuf4s50_1,0,11
buf_4,0,5
nor3b_1,1,1
clkbuf_1,0,2
clkbuf_8,0,5
## path summary, 6_finish.rpt
| kind | to | slack, ns | start | cells after the start |
|---|---|---|---|---|
| setup / recovery | r_data[2] | 0.02 | array_reg[3][2] | 2 |
| hold / removal | array_reg[2][6] | 0.69 | w_data[6] | 1 |
## repair_timing
| item | 4_1_cts | 5_1_grt |
|---|---|---|
| pin swaps | 0 | 0 |
| setup endpoints to repair | 8 | 4 |
| buffers inserted | 5 | 0 |
| gates resized | 31 | 0 |
| endpoints found under the hold margin | 0 | 0 |
Power figures rest on the tool's default switching activity, not on a simulated workload.
