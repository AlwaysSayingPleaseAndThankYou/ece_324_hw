## /design/flow/design.v

```verilog
module basic_alu(s,a,b,y);
	input logic [1:0] s;
	input logic [3:0] a;
	input logic [3:0] b;
	output logic [3:0] y;
always@(*) begin
	case(s)
		2'b00: y = a + b;
		2'b01: y = a << b[1:0];
		2'b10: y = a & b;
		2'b11: y = 1;	
	endcase
end
endmodule		
```

## /design/flow/run.sh

```bash
#!/bin/bash
# OpenROAD 26Q1-2900-gdf79404cd8, Yosys 0.63+post, stock flow scripts
make -C /OpenROAD-flow-scripts/flow DESIGN_CONFIG=/design/flow/config.mk WORK_HOME=/design/flow/orfs finish
```

## /design/flow/config.mk

```make
export PLATFORM = sky130hd
export DESIGN_NAME = basic_alu
export DESIGN_NICKNAME = basic_alu
export VERILOG_FILES = /design/flow/design.v
export SDC_FILE = /design/flow/constraint.sdc
export NUM_CORES = 4
export LEC_CHECK = 1
export CORE_AREA = 10 10 70 70
export DIE_AREA = 0 0 80 80
```

## /design/flow/constraint.sdc

```tcl
current_design basic_alu

set clk_period 1.9
set clk_io_pct 0.2

create_clock -name clk0 -period $clk_period

set non_clock_inputs [all_inputs -no_clocks]
set_input_delay [expr $clk_period * $clk_io_pct] -clock clk0 $non_clock_inputs
set_output_delay [expr $clk_period * $clk_io_pct] -clock clk0 [all_outputs]
```

==> results_dict.tcl <==
# place-and-route summary
set metrics [dict create \
    status "finished, final reports clean" \
    fmax_mhz 535 \
    synth_warnings 1 \
    netlist_instances 34 \
    grt_max_degree 8 \
    antenna_cells 0 \
    grt-busiest-layer "met2" \
    dp.cells 104 \
    warning_count 35 \
    rows 21 \
    ir_drop_uv 35.4 \
    finalNonFillerCells 106 \
    n_clock_buffer 0 \
    drv_cap 0 \
    fp_util_pct 8.13 \
    ys_chip_area_um2 278 \
    synth_seq_share_pct 0 \
    fin_crit_ns 1.87 \
    p_per_area_nw_per_um2 221 \
    grt_use_met3_pct 1.02 \
    finalSetupViolCount 0 \
    crit_arrival_ns 1.49 \
    numPortBuffers 14 \
    finalSetupTns_ns 0 \
    via_count 352 \
    die_h_um 80 \
    drt_iter0_drc 13 \
    hp-class "primary input to output pin" \
    synth_area_um2 278 \
    grt_pass1_vias 371 \
    top_cells_by_area "ha_1 27%, mux2i_1 14%, mux4_2 8.1%" \
    wirelength_um 926 \
    ant_nets 0 \
    yosys_cells 34 \
    area_growth_pct 122 \
    gp_congestion 0.829 \
    core-area_um2 3420 \
    slew_violations 0 \
    place_hpwl_um 729 \
    gr-total-overflow 0 \
    seqCellArea_um2 0 \
    endpoint_kind "output pin" \
    sequential_cell_total 0 \
    post_drt_via_cell_ratio 3.32 \
    timing.hold.ws_ns 1.14 \
    use_met2_pct 4.33 \
    die-area_um2 6400 \
    comb_area_um2 334 \
    num_io_pins 14 \
    yosys.area.top_type "ha_1" \
    post_drt_wl_per_cell_um 8.74 \
    rsz0062_at_grt "yes" \
    post-place-ws_ns -0.815 \
    worst_setup_path_start_kind "primary input" \
    hold_viol 0 \
    netlist.area_leader.share_pct 27.0 \
    dr.pass1.iters 2 \
    drc 0 \
    fillers 384 \
    ys_types 18 \
    fin_util_pct 18.0 \
    critPathRequiredTime_ns 1.52 \
    worstMarginPinSlew_ns 0.209 \
    hold_buffers 0 \
    antenna_found_initial 0 \
    grt_usage_pct 2.73 \
    gr-usage-met1_pct 3.64 \
    fin_crit_sh_pct 98.3 \
    die_w_um 80 \
    p_leak_nw 0.267 \
    path_class "primary input to output pin" \
    crit_fanout 3 \
    layout-drive-gt1-share_pct 53.3 \
    maxSlewHeadroom_pct 85.9 \
    syn_area_per_cell_um2 8.17 \
    grt_pass1_wl_um 1520 \
    postLayoutSetupSlackWorst_ns 0.0324 \
]
-- metrics by stage --
stage	cell area (um2)	power [mW]
after CTS	581	0.126
after floorplan	278	0.0485
final	616	0.136
after detailed placement	553	0.120
after global placement	553	0.120
after global routing	616	0.152
-- placed cells by master (no fill, tap or decap) --
cell             instances
buf_4                   10
inv_1                    2
ha_2                     2
clkdlybuf4s50_1          1
ha_4                     3
nand2b_1                 2
o21ai_1                  3
mux4_2                   1
nand2_1                  1
xnor2_1                  1
mux2i_1                  4
a21oi_4                  1
clkbuf_2                 3
buf_2                    4
o311ai_1                 1
a21o_1                   1
ha_1                     1
nor2b_1                  1
buf_8                    1
buf_6                    4
clkdlybuf4s15_1          1
nor2_1                   1
o32ai_1                  1
xor2_1                   1
dlygate4sd2_1            3
nand3b_1                 2
a21oi_2                  2
o21ai_0                  1
xnor2_2                  1
-- layer usage --
layer / share of wire (%) / up-vias
met5: 0 / -
met4: 0 / 0
met2: 38 / 13
li1: - / 181
met3: 16 / 0
met1: 46 / 158
-- cell type report --
class	count	share of cell area, %
inverters	2	1.22
repair buffers	27	35.2
multi-input cells	31	54.3
well taps	46	9.35
-- worst max-delay path: stages --
cell and delay (ns):
buf_2 0.12, buf_4 0.14, buf_6 0.12, mux4_2 0.45, nand2b_1 0.09, o311ai_1 0.08
buf_2 0.12
-- power breakdown --
group | internal, mW | switching, mW
clock | 0 | 0
combinational | 0.0830 | 0.0531
sequential | 0 | 0
total | 0.0830 | 0.0531
-- synthesized netlist by cell type --
cell type,number
ha_1,6
mux2i_1,4
a21oi_1,3
o21ai_0,3
inv_1,2
nand2b_1,2
nand3b_1,2
xnor2_1,2
a21o_1,1
buf_2,1
mux4_2,1
nand2_1,1
nor2_1,1
nor2b_1,1
o21ai_1,1
o311ai_1,1
o32ai_1,1
xor2_1,1
-- worst paths after layout --
| check | cells past startpoint | endpoint | slack [ns] | from |
|---|---|---|---|---|
| worst max-delay path | 7 | y[3] | 0.03 | a[0] |
| worst min-delay path | 4 | y[1] | 1.14 | b[1] |
-- timing repair --
action / CTS / global route
resized: 40 / 16
setup endpoints to repair: 4 / 4
pin swaps: 13 / 5
buffers inserted: 2 / 0
-- cell families (layout without fill, tap and decap cells) --
family          Yosys count  count (layout)  share of synthesized area, %
buf+inv                   3              29                          4.50
compound gates           10              10                          21.6
xor+xnor                  3               3                          9.46
mux                       5               5                          22.5
fa+ha+maj                 6               6                          27.0
simple gates              7               7                          14.9
No activity file was given, so power comes from the tool's default toggle rates.
